==> flow/design.v <==
module i2s_top_tx
(
	clk_i,
	rst_i,
	data_i,
	lr_chnl_o,
	write_o,
	sclk_i,
	wsel_i,
	sdat_o
);
parameter WORD_WIDTH = 16;
localparam CNT_WIDTH = (WORD_WIDTH <= 2)   ? 1 : 
	   (WORD_WIDTH <= 4)   ? 2 : 
	   (WORD_WIDTH <= 8)   ? 3 : 
	   (WORD_WIDTH <= 16)  ? 4 : 
	   (WORD_WIDTH <= 32)  ? 5 : 
	   (WORD_WIDTH <= 64)  ? 6 : 
	   (WORD_WIDTH <= 128) ? 7 : 
	   (WORD_WIDTH <= 256) ? 8 : 
	   -1;
input clk_i;
input rst_i;
input [WORD_WIDTH-1:0] data_i;
output lr_chnl_o;
output write_o;
input sclk_i;
input wsel_i;
output sdat_o;
wire sclk_negedge;
wire wsel_edge;
wire wsel_sync;
reg [CNT_WIDTH-1:0] bit_cnt;
reg [WORD_WIDTH-1:0] shift_reg;
signal_sync sync_sclk
(
    .clk_i(clk_i), 
    .rst_i(rst_i), 
    .signal_i(sclk_i), 
    .signal_o(), 
    .valid_o(),
	.edge_o(),
    .posedge_o(), 
    .negedge_o(sclk_negedge)
);
signal_sync wsel_sclk
(
    .clk_i(clk_i), 
    .rst_i(rst_i), 
    .signal_i(wsel_i), 
    .signal_o(wsel_sync), 
    .valid_o(),
	.edge_o(wsel_edge),
    .posedge_o(), 
    .negedge_o()
);
assign write_o = (bit_cnt == 0) && sclk_negedge;
assign sdat_o = shift_reg[WORD_WIDTH-1];
assign lr_chnl_o = wsel_sync;
always @ (posedge(clk_i) or posedge(rst_i)) begin
	if (rst_i) begin
		bit_cnt <= 0;
	end
	else begin
		if (wsel_edge) begin
			bit_cnt <= 0;
		end
		else if (sclk_negedge) begin
			bit_cnt <= bit_cnt - 1;
		end
	end
end
always @ (posedge(clk_i) or posedge(rst_i)) begin
	if (rst_i) begin
		shift_reg <= 0;
	end
	else begin
		if (write_o) begin
			shift_reg <= data_i;
		end
		else if (sclk_negedge) begin
			shift_reg <= {shift_reg[WORD_WIDTH-2:0], 1'b0};
		end
	end
end
endmodule
module signal_sync
(
	clk_i,
	rst_i,
	signal_i,
	signal_o,
	valid_o,
	edge_o,
	posedge_o,
	negedge_o
);
input clk_i;
input rst_i;
input signal_i;
output signal_o;
output valid_o;
output edge_o;
output posedge_o;
output negedge_o;
reg stage0;
reg stage1;
reg stage2;
assign valid_o = (stage0 == stage1);
assign edge_o = (stage1 != stage2) && valid_o;
assign posedge_o = (stage1 && !stage2) && valid_o;
assign negedge_o = (!stage1 && stage2) && valid_o;
assign signal_o = stage1;
always @ (posedge(clk_i) or posedge(rst_i)) begin
	if (rst_i) begin
		stage0 <= 0;
		stage1 <= 0;
		stage2 <= 0;
	end
	else begin
		stage0 <= signal_i;
		stage1 <= stage0;
		if (valid_o) begin
			stage2 <= stage1;
		end
	end
end
endmodule
==> flow/run.sh <==
#!/bin/bash
# OpenROAD 26Q1-2900-gdf79404cd8, Yosys 0.63+post, stock flow scripts
make -C /OpenROAD-flow-scripts/flow DESIGN_CONFIG=/design/flow/config.mk WORK_HOME=/design/flow/orfs finish
==> flow/config.mk <==
export PLATFORM = sky130hd
export DESIGN_NAME = i2s_top_tx
export DESIGN_NICKNAME = i2s_top_tx
export VERILOG_FILES = /design/flow/design.v
export SDC_FILE = /design/flow/constraint.sdc
export NUM_CORES = 4
export LEC_CHECK = 1
export CORE_AREA = 10 10 103 103
export DIE_AREA = 0 0 113 113
==> flow/constraint.sdc <==
current_design i2s_top_tx

set clk_period 3.5
set clk_io_pct 0.2

create_clock -name clk0 -period $clk_period [get_ports {clk_i}]

set non_clock_inputs [all_inputs -no_clocks]
set_input_delay [expr $clk_period * $clk_io_pct] -clock clk0 $non_clock_inputs
set_output_delay [expr $clk_period * $clk_io_pct] -clock clk0 [all_outputs]
==> CHANGELOG.md <==
### Metrics

* Status: finished, final reports clean
* Initial Utilization at 0.1387
* Port buffer count at 22
* FF+latch count, synth at 26
* Via density at 3.552
* Static leakage power at 0.6166 nW
* Number of cells produced by synthesis at 120
* Clock-pin transition on the worst setup and hold timing paths at 0.09 ns
* GR Layer Usage met3 at 0.01389
* WP data required at 2.80 ns
* Final critical path time including I/O delays and setup at 2.946 ns
* Tally of OpenROAD warnings at 25
* Dominant Register Cell: sky130_fd_sc_hd__dfrtp_1
* Total count of max-transition violations in the final report at 0
* Leading cell type by number of instances after synthesis: sky130_fd_sc_hd__a21oi_1
* Maximum buffer depth of the clock tree at 2
* Aggregate global routing overflow at 0
* CP Buf/Inv Count at 2
* Fraction of met2 tracks used by global routing at 0.06528
* DR DRC count at 0
* Fraction of registers with async set/reset at 1.000
* Number of diodes at 0
* Yosys stat cell total at 120
* Slew at the pin with the worst max-slew slack at 0.6948 ns
* Overall track demand over capacity in global routing at 0.04155
* Die span in x at 113 um
* Antenna violations before repair at 0
* Tightest Hold Check Type: reg -> reg
* Unrepaired setup endpoints after global routing: false
* Sequential-to-total area share from yosys stat at 0.5652
* CP max FO at 16
* Post-CTS setup buffer count at 0
* CP max stage delay at 0.59 ns
* Yosys warning count at 2
* Yosys cell types at 22
* Leading cell types by count after synthesis: 33 x sky130_fd_sc_hd__a21oi_1, 26 x sky130_fd_sc_hd__dfrtp_1, 18 x sky130_fd_sc_hd__nand2_1, 16 x sky130_fd_sc_hd__nor2_1, 3 x sky130_fd_sc_hd__inv_1
* Area share of the largest cell type after synthesis at 0.5652
* Setup violators final at 0
* Fraction of layout instances using a drive strength above 1 at 0.07692
* Area growth, synth to finish at 34.35%
* Die outline height at 113 um
* Total power at 924.5 uW
* Arrival time of the worst setup path at 2.25 ns
* Most used routing layer: met2
* Number of clock sinks at 26
* Average detailed-routed wire length per instance at 11.01 um
* Cells along the critical path: inv_1 -> ha_1 -> or3b_1 -> nor2_2 -> clkdlybuf4s50_1
* Worst setup path category: reg -> out
* Initial DRT Pass Iterations at 4
* Routability congestion estimate from global placement at 0.7874
* Root Buffer Master: sky130_fd_sc_hd__clkbuf_8
* Post-CTS resize count at 0
* Area reported by Yosys stat at 1151 um2
* Hold violation count in the final report at 0
* Die outline area at 12,770 um2
* Final wirelength at 2730 um
* Synth area leader: sky130_fd_sc_hd__dfrtp_1
* Syn avg cell area at 9.593 um2
* Initial drt markers at 48
* Number of CTS-inserted buffers at 3
* Worst rel slew slack at 0.5368
* Number of buffers inserted by hold repair at cts at 0
* Post-synthesis cell area at 1151 um2
* Latency at later pin at 0.27 ns
* Max Clk Rate at 339.4 MHz
* Startpoint types: flop
* Clk_skew at 0.002445 ns
* Cell type of the slowest stage on the worst timing path: sky130_fd_sc_hd__or3b_1
* Vias in the first global route at 898
* Count of library flops with an enable pin at 0
* Critical Path End Type: output pin
* Floorplan Core Area at 8299 um2
* Pwr per Cell Area at 597.8 nW/um2
* Family with the most delay on the worst path: simple AND/OR/NAND/NOR gates
* First-pass GRT wire length at 4402 um
* Largest net degree at the start of global routing at 27
* Flip-flop count of the largest register, all copies and words added at 16
* Most area-consuming cells after synthesis: sky130_fd_sc_hd__dfrtp_1 57%, sky130_fd_sc_hd__a21oi_1 14%, sky130_fd_sc_hd__nand2_1 5.9%
* Final period utilization at 0.8419
* Clock tree from TritonCTS: done
* Total via count in the routed design at 881
* Top-level I/O count at 23
* Post-route antenna net violation count at 0
* Accumulated negative setup slack at 0 ns
* Sum of net half-perimeters after detailed placement at 1989 um
* Global routing usage on met1 at 0.05677
* Fillcell total at 882
* Maximum capacitance violations at 0
* Placement row count at 33
* H-tree lvl count at 1
* Worst vdd rail ir drop at 0.2594 mV
[per-stage QoR]
stage,instance area (um2),std cells,setup slack (ns),hold slack [ns],utilization
after global placement,1491,244,0.8471,0.4134,0.1797
after detailed placement,1491,244,0.8368,0.4209,0.1797
after global routing,1546,248,0.4343,0.4724,0.1863
final,1546,248,0.5535,0.4358,0.1863
after CTS,1546,248,0.5350,0.4409,0.1863
after floorplan,1151,120,1.612,0.3925,-
[final timing paths]
kind,startpoint,end,slack (ns),cells past startpoint
min reg2reg,wsel_sclk.stage0,wsel_sclk.stage1,0.44,0
min in group asynchronous,rst_i,shift_reg[9],0.78,3
max in group asynchronous,rst_i,shift_reg[4],2.47,3
min,wsel_sclk.stage0,wsel_sclk.stage1,0.44,0
max,bit_cnt[0],write_o,0.55,5
max reg2reg,sync_sclk.stage0,bit_cnt[3],1.83,3
[worst reg2reg max path, cell delays in order (launching register included)]
cell and delay (ns):
sky130_fd_sc_hd__dfrtp_1 0.44, sky130_fd_sc_hd__or3b_1 0.67, sky130_fd_sc_hd__o41ai_2 0.34, sky130_fd_sc_hd__a21oi_1 0.10
[cells in the final DEF, fill, tap and decap left out, drive strengths merged, types with 2 or more instances in the layout]
cell type,Yosys,routed
nor2,17,17
clkdlybuf4s50,0,22
clkbuf,2,4
nand2b,2,2
nand3b,2,2
inv,3,3
nor3b,2,2
buf,4,3
or3b,2,2
nand2,18,18
maj3,2,2
a21oi,33,33
dfrtp,26,26
[cell type report]
type                       count  area, um2  area share
inverter                       3      11.26    0.007282
timing repair buffer          25      242.7      0.1570
multi-input combinational     85      455.4      0.2945
tap                          105      131.4     0.08495
clock buffer                   4      55.05     0.03560
sequential                    26      650.6      0.4207
[metal layers]
metal / routed length (um) / up-vias
met5: 0 / -
met4: 0 / 0
met2: 1198 / 21
met1: 1397 / 407
li1: - / 453
met3: 134 / 0
[power breakdown]
group          switching (mW)  internal [mW]  leakage [nW]
sequential             0.0593          0.395         0.298
combinational           0.147          0.130         0.290
clock                  0.0938          0.101        0.0288
[cell families after synthesis]
kind of cell,count (synthesis),synth area share
AND/OR/NAND/NOR,45,0.1902
AND-OR/OR-AND,36,0.1696
adder cells (fa/ha/maj),3,0.02826
flip-flops,26,0.5652
XOR/XNOR,1,0.007610
buffers and inverters,9,0.03912
Power and IR drop assume default switching activity.
