==> design/flow/design.v <==
module i2s_top_rx
(
	clk_i,
	rst_i,
	data_o,
	lr_chnl_o,
	write_o,
	sclk_o,
	wsel_o,
	sdat_i
);
parameter WORD_WIDTH = 16;
localparam CNT_WIDTH = (WORD_WIDTH <= 2)   ? 1 : 
	   (WORD_WIDTH <= 4)   ? 2 : 
	   (WORD_WIDTH <= 8)   ? 3 : 
	   (WORD_WIDTH <= 16)  ? 4 : 
	   (WORD_WIDTH <= 32)  ? 5 : 
	   (WORD_WIDTH <= 64)  ? 6 : 
	   (WORD_WIDTH <= 128) ? 7 : 
	   (WORD_WIDTH <= 256) ? 8 : 
	   -1;
input clk_i;
input rst_i;
output [WORD_WIDTH-1:0] data_o;
output lr_chnl_o;
output write_o;
output sclk_o;
output wsel_o;
input sdat_i;
reg first_bit;
reg [CNT_WIDTH-1:0] bit_cnt;
reg lr_word;
reg [WORD_WIDTH-1:0] shift_reg;
reg lr_channel;
assign sclk_o = clk_i;
assign wsel_o = lr_word;
assign lr_chnl_o = lr_channel;
assign write_o = (bit_cnt == 0) && (!first_bit);
assign data_o = shift_reg;
always @ (negedge(clk_i) or posedge(rst_i)) begin
	if (rst_i) begin
		first_bit <= 1'b1;
	end
	else begin
		first_bit <= 1'b0;
	end
end
always @ (negedge(clk_i) or posedge(rst_i)) begin
	if (rst_i) begin
		lr_word <= 1'b0;
	end
	else if ((bit_cnt[0] == 1'b1) && (bit_cnt[CNT_WIDTH-1:1] == 0)) begin
		lr_word <= ~lr_word;
	end
end
always @ (negedge(clk_i) or posedge(rst_i)) begin
	if (rst_i) begin
		bit_cnt <= 0;
	end
	else begin
		bit_cnt <= bit_cnt - 1;
	end
end
always @ (posedge(clk_i) or posedge(rst_i)) begin
	if (rst_i) begin
		shift_reg <= 0;
	end
	else begin
		shift_reg <= {shift_reg[WORD_WIDTH-2:0], sdat_i};
	end
end
always @ (negedge(clk_i) or posedge(rst_i)) begin
	if (rst_i) begin
		lr_channel <= 1'b0;
	end
	else begin
		lr_channel <= lr_word;
	end
end
endmodule
==> design/flow/run.sh <==
#!/bin/bash
# OpenROAD 26Q1-2900-gdf79404cd8, Yosys 0.63+post, stock flow scripts
make -C /OpenROAD-flow-scripts/flow DESIGN_CONFIG=/design/flow/config.mk WORK_HOME=/design/flow/orfs finish
==> design/flow/config.mk <==
export PLATFORM = sky130hd
export DESIGN_NAME = i2s_top_rx
export DESIGN_NICKNAME = i2s_top_rx
export VERILOG_FILES = /design/flow/design.v
export SDC_FILE = /design/flow/constraint.sdc
export NUM_CORES = 4
export LEC_CHECK = 1
export CORE_AREA = 10 10 77 77
export DIE_AREA = 0 0 87 87
==> design/flow/constraint.sdc <==
current_design i2s_top_rx

set clk_period 1.6
set clk_io_pct 0.2

create_clock -name clk0 -period $clk_period [get_ports {clk_i}]

set non_clock_inputs [all_inputs -no_clocks]
set_input_delay [expr $clk_period * $clk_io_pct] -clock clk0 $non_clock_inputs
set_output_delay [expr $clk_period * $clk_io_pct] -clock clk0 [all_outputs]
==> run summary <==
impl run done, here's what came out: dominant register cell dfrtp_1, core box area 4354 um^2, DIE AREA 7569 um^2, RSZ-0062 raised after global routing yes, final tally of hold violations 0, worst hold path type reg -> reg, Log Warnings 30, Worst Path Max Fanout 2, register area 576.8 um^2, Wirelength per Cell 10.73 um, Synth-to-Final Area Change 81.60%, area leader, netlist dfrtp_1, Avg Cell Area, Syn about 18 um^2, # hold bufs at CTS 0, via count around 460, register area share after synthesis 83.97%, Routed WL 1491 um, distinct lib cells 11, Yosys reg bits 23, Synth top cell by count dfrtp_1, Inserted Diodes 0, Yosys chip area 686.9 um^2, Post-Synthesis Cells 38, IO Port Bufs 22, Synth logic family simple AND/OR/NAND/NOR gates, first-pass GRT wire length around 2500 um, pwr/cell area 1001 nW/um^2, Rows 24, crit path DRT 1.28 ns, DP Worst Slack -0.9120 ns, xor/xnor share about 3.8%, Adder Area Share 3.643%, status complete, but fails checks, compound-cell area share of the yosys netlist 0%, vias in the first global route about 530, crit path capture type output port, setup violators final 4, AND/OR/NAND/NOR Cells, Area Fraction 4.189%, Placer Congestion approximately 0.67, Die W ~87 um, failing checks setup timing, clock slew at reported path FFs 0.07 ns, dpl cell area 1005 um^2, Hold Path Stages 0, crit path from bit_cnt[0], hold_sp shift_reg[14], TritonRoute pass-1 iters 2, most common library cells after synthesis 16 x dfrtp_1, 6 x dfrtn_1, 5 x inv_1, CP Data Arrival Time 2.07 ns, Synth mux share 0%, fill cell count 418, FP Util 15.78%, Top cells by area dfrtp_1 58%, dfrtn_1 22%, dfstp_2 3.8%, CTS tree yes, initial antenna violation count 0, GRT Residual Overflow 0, io pins 23, final setup margin -0.7911 ns, GR Util All Layers between 4 and 5%, Startpoint Class flop, vias per cell 3.331, R2R depth 15, Detail Route Antenna Nets 0, max-cap violations 0, final instance area 1247 um^2, Comb area 123.9 um^2, clk latency late pin 0.36 ns, Max Slew Vio Count 0, Top cell area share around three fifths, LEAKAGE approximately 0.00059 uW, Starting DRT DRC Count 7, R2R setup slack -0.72 ns, largest net degree at the start of global routing 17, share of post-route cells with drive strength above 1 43.68%, clk_skew 0.007482 ns, asr flop ratio synth 100.0%, Worst VDD drop 0.0006796 V, Post-DP HPWL ~1000 um, Post-synth EDFFs 0, Ys Warns 1, yosys cell count 38, critical path class reg -> out, R2R Path End bit_cnt[2], Worst Hold Path EP shift_reg[15], flip-flop count of the largest register after layout 16, Die Ht ~87 um, Netlist Area Pre-Place 686.9 um^2, DRC viols 0, RR Startpoint bit_cnt[1]
-- worst max-delay path by stage --
stage / end / slack, ns / cells after the start
finish: write_o / -0.79 / 4
CTS: write_o / -0.80 / 4
global route: write_o / -0.88 / 4
-- per-layer routing --
layer | routed length (um) | track usage (%) | part of all wire [%] | vias to the layer above
li1 | - | - | - | 210
met1 | 671 | 5.335 | 45 | 229
met2 | 581 | 5.130 | 39 | 24
met3 | 239 | 3.585 | 16 | 0
met4 | 0 | 0.8837 | 0 | 0
met5 | 0 | 0 | 0 | -
-- report_power, final --
group / internal [uW] / switching [uW] / leakage [uW]
clock: 362 / 215 / 0.0000582
combinational: 40.3 / 16.0 / 0.000253
sequential: 605 / 10.4 / 0.000279
total: 1010 / 242 / 0.000590
-- cell type report --
type / instances / share of cell area, %
Sequential cell: 23 / 46.24
Tap cell: 52 / 5.216
Multi-Input combinational cell: 9 / 9.930
Timing Repair Buffer: 42 / 29.29
Clock buffer: 7 / 7.322
Inverter: 4 / 1.204
Clock inverter: 2 / 0.8024
-- critical path: stages (launching register included) --
cell and delay, ns:
dfrtn_1 0.35, inv_2 0.09, ha_4 0.13, nor4b_4 0.18, buf_2 0.13
-- cells in the final DEF, fill, tap and decap left out, types with 2 or more instances in the layout --
cell type        Yosys  routed
dfrtn_1              6       6
inv_2                0       2
xor2_1               3       3
inv_1                5       3
buf_2                0       3
ha_4                 0       2
buf_4                1      19
dlymetal6s2s_1       0       2
clkdlybuf4s50_1      0      16
buf_6                0       2
dfrtp_1             16      16
clkbuf_8             0       6
-- per-stage QoR --
step / total power [uW] / std cells / hold WS [ns] / util [%] / setup TNS [ns]
2_1_floorplan: 665.3 / 38 / 0.3211 / - / -0.2604
3_3_place_gp: 732.7 / 116 / 0.3527 / 23.07 / -1.632
3_5_place_dp: 734.1 / 116 / 0.3622 / 23.07 / -1.732
4_1_cts: 1281 / 139 / 0.3794 / 28.45 / -2.281
5_1_grt: 1339 / 139 / 0.3687 / 28.65 / -2.547
6_report: 1249 / 139 / 0.3770 / 28.65 / -2.270
-- cell families (layout without fill, tap and decap cells) --
kind of cell               after synthesis  in the layout
adders and majority gates                2              2
other                                    1              1
buffers and inverters                    6             55
xor gates and xnor gates                 3              3
DFF                                     23             23
and+or+nand+nor                          3              3
-- repair_timing --
action	in CTS	in global routing
gates cloned	0	0
pin swaps	1	0
endpoints found under the setup margin	4	6
setup buffers	17	1
resized	18	3
No activity file was given, so power comes from the tool's default toggle rates.
